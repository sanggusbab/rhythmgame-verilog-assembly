File: flow/design.v
module PCAdder(shiftoutput, PC, BranchPC);
    input[31:0] shiftoutput;
    input[31:0] PC;
    output[31:0] BranchPC;
    assign BranchPC = shiftoutput + PC;
endmodule
File: flow/run.sh
#!/bin/bash
# OpenROAD 26Q1-2900-gdf79404cd8, Yosys 0.63+post, stock flow scripts
make -C /OpenROAD-flow-scripts/flow DESIGN_CONFIG=/design/flow/config.mk WORK_HOME=/design/flow/orfs finish
File: flow/config.mk
export PLATFORM = sky130hd
export DESIGN_NAME = PCAdder
export DESIGN_NICKNAME = PCAdder
export VERILOG_FILES = /design/flow/design.v
export SDC_FILE = /design/flow/constraint.sdc
export NUM_CORES = 4
export LEC_CHECK = 1
export CORE_AREA = 10 10 107 107
export DIE_AREA = 0 0 117 117
File: flow/constraint.sdc
current_design PCAdder

set clk_period 18.1
set clk_io_pct 0.2

create_clock -name clk0 -period $clk_period

set non_clock_inputs [all_inputs -no_clocks]
set_input_delay [expr $clk_period * $clk_io_pct] -clock clk0 $non_clock_inputs
set_output_delay [expr $clk_period * $clk_io_pct] -clock clk0 [all_outputs]
==> flow_metrics.tcl <==
# place-and-route summary
set metrics [dict create \
    pin_count 96 \
    period_used_share 0.563 \
    design_area_um2 2800 \
    maxSlewViolCount 0 \
    die_w_um 117 \
    dp_hpwl_mm 5.56 \
    final_common_cell "clkdlybuf4s50_1" \
    logic_area_um2 1680 \
    grt_max_degree 11 \
    yosysCellCount 241 \
    grt_overflow 0 \
    cp_top_family "AND-OR/OR-AND gates" \
    port_buffers 96 \
    die_area_um2 13700 \
    use_met2 0.148 \
    cts_resized 0 \
    drc 0 \
    ys_types 50 \
    adder_share 0.234 \
    layout_top_cells "96 x clkdlybuf4s50_1, 31 x ha_1, 29 x a21oi_1, 19 x a21o_1, 18 x nand2_1" \
    routabilityCongestion 0.822 \
    drive_above_1_share 0.0307 \
    wire_per_inst_um 14.4 \
    nClkBuffers 0 \
    ys_warn_count 0 \
    syn_area_per_cell_um2 7.24 \
    end_kind "output pin" \
    synth-seq-area-share 0 \
    vias 2076 \
    cpMaxStageDelayCell "clkdlybuf4s50_1" \
    cp_common_cell "clkdlybuf4s50_1" \
    hold_path_depth 3 \
    compound_area_frac 0.393 \
    grt_setup_unrepaired "false" \
    layout_setup_ws_ns 7.91 \
    cp.arrival_ns 6.57 \
    cap_viol_max_count 0 \
    synthCells 241 \
    crit_cells 11 \
    row_count 35 \
    ant_nets 0 \
    grt_use_total 0.0893 \
    warning_count 32 \
    synthSimpleGateAreaFrac 0.183 \
    antenna_found_initial 0 \
    tightest_slew_ns 0.518 \
    ys_area_um2 1740 \
    nFlopsAndLatches 0 \
    grt-busiest-layer "met2" \
    core_region_area_um2 9200 \
    critPathKind "in -> out" \
    ys_top_logic_family "AND-OR/OR-AND gates" \
    path_cells "clkdlybuf4s50_1 -> ha_1 -> fa_1 -> a21o_1 -> a31o_2 -> nand3_1 -> o221ai_1 -> a311oi_1 -> o21bai_1 -> xor2_1 -> clkdlybuf4s50_1" \
    fp_util 0.190 \
    final-setup-viol-count 0 \
    grt_use_met3 0.0320 \
    critPathBufInv 2 \
    grt_pass1_wl_mm 10.3 \
    grt_pass1_vias 2112 \
    crit_path_max_fanout 4 \
    hold_buffers 0 \
    fill_cells 987 \
    initialDrtViolationCount 70 \
    first_pass_iters 4 \
    hold_path.class "in -> out" \
    cp_data_required_time_ns 14.48 \
    syn_area_um2 1740 \
    post-cts-setup-buffers 0 \
    timing.fmax_mhz 98.2 \
    whs_ns 8.27 \
    post-place-ws_ns 7.87 \
    irDropWorstVdd_mv 0.0188 \
    hold_viol 0 \
    regArea_um2 0 \
    yosys.area_share.xor_xnor 0.141 \
    place_area_um2 2800 \
    vias_per_cell 4.75 \
    met1_usage 0.115 \
    synthMuxAreaShare 0.0115 \
    die_height_um 117 \
    worst_path_largest_cell_delay_ns 0.48 \
    synthToLayoutAreaGrowth_pct 60.5 \
    num_antenna_cells 0 \
    max-slew-margin-rel 0.646 \
    status "finished, final reports clean" \
    fin_util 0.304 \
    wl_mm 6.30 \
    fin_setup_tns_ns 0 \
    cp-start-kind "input port" \
    fin_crit_ns 10.19 \
    cellLeakagePower_nw 1.18 \
    power-per-cell-area_nw_per_um2 38.6 \
]
## cell usage after synthesis, drive strengths merged
library cell / n / area share
o221ai: 2 / 0.010
nand2: 18 / 0.039
nor3: 4 / 0.011
o21bai: 5 / 0.028
xor2: 15 / 0.075
inv: 6 / 0.013
nor4: 1 / 0.0036
ha: 31 / 0.22
a21oi: 29 / 0.083
a2111oi: 1 / 0.0050
a2111o: 1 / 0.0065
and4: 1 / 0.0050
and3: 1 / 0.0036
a31oi: 3 / 0.011
nor2: 12 / 0.026
buf: 3 / 0.0079
and2: 1 / 0.0036
a22o: 1 / 0.0050
nor3b: 1 / 0.0043
o311a: 1 / 0.0057
o211ai: 3 / 0.013
a21o: 19 / 0.082
a21bo: 1 / 0.0057
nand4: 8 / 0.029
a31o: 1 / 0.0050
o21ai: 15 / 0.045
or2: 3 / 0.011
nand2b: 2 / 0.0072
nor2b: 1 / 0.0036
nand3b: 1 / 0.0043
a221oi: 1 / 0.0050
nand3: 10 / 0.029
a211o: 1 / 0.0057
xnor2: 13 / 0.065
a211oi: 3 / 0.013
a22oi: 1 / 0.012
or3: 1 / 0.0036
fa: 1 / 0.011
o22ai: 1 / 0.0036
clkbuf: 8 / 0.017
o32ai: 1 / 0.0050
a311oi: 3 / 0.025
o21a: 2 / 0.0086
o311ai: 2 / 0.010
mux2i: 2 / 0.011
## path summary, 6_finish.rpt
kind	to	slack, ns	start
hold / removal	BranchPC[0]	8.27	PC[0]
setup / recovery	BranchPC[26]	7.91	shiftoutput[0]
## where the power goes
part	switching, mW	internal [mW]
clock network	0	0
logic	0.0438	0.0645
registers	0	0
## stage by stage
stage	std cells	power, mW
5_1_grt	437	0.121
3_3_place_gp	437	0.109
4_1_cts	437	0.110
6_report	437	0.108
3_5_place_dp	437	0.109
2_1_floorplan	241	0.0513
## cells by family (layout without fill, tap and decap cells)
group                      Yosys count  count (layout)
AOI/OAI and AO/OA                   97              97
and+or+nand+nor                     65              65
adders and majority gates           32              32
xor gates and xnor gates            28              28
buffers and inverters               17             102
muxes                                2               2
## area by class of cell
| class | instances | area share |
|---|---|---|
| Multi-Input combinational cell | 224 | 0.599 |
| Timing Repair Buffer | 96 | 0.343 |
| Tap cell | 111 | 0.0496 |
| Inverter | 6 | 0.00804 |
## metal layers
| layer | vias to the layer above | part of all wire |
|---|---|---|
| met5 | - | 0 |
| met4 | 0 | 0.0025 |
| met3 | 2 | 0.11 |
| met2 | 58 | 0.45 |
| met1 | 922 | 0.43 |
| li1 | 1094 | - |
Power is estimated from default activity; no workload was simulated.
