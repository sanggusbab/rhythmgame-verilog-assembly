### /design/flow/config.mk
export PLATFORM = sky130hd
export DESIGN_NAME = mainGraphicInterpreter
export DESIGN_NICKNAME = mainGraphicInterpreter
export VERILOG_FILES = /design/flow/design.v
export SDC_FILE = /design/flow/constraint.sdc
export NUM_CORES = 4
export LEC_CHECK = 1
export CORE_UTILIZATION = 30
### /design/flow/constraint.sdc
current_design mainGraphicInterpreter

set clk_period 4.7
set clk_io_pct 0.2

create_clock -name clk0 -period $clk_period [get_ports {clk}]

set non_clock_inputs [all_inputs -no_clocks]
set_input_delay [expr $clk_period * $clk_io_pct] -clock clk0 $non_clock_inputs
set_output_delay [expr $clk_period * $clk_io_pct] -clock clk0 [all_outputs]
### /design/flow/design.v
module GraphicInterpreter(led_A_seg_Natural, led_A_seg);
    input[7:0] led_A_seg_Natural;
    output reg[7:0] led_A_seg;
    always @(led_A_seg_Natural) begin
        case(led_A_seg_Natural)
            0: led_A_seg = 8'b11111100;
            1: led_A_seg = 8'b01100000;
            2: led_A_seg = 8'b11011010;
            3: led_A_seg = 8'b11110010;
            4: led_A_seg = 8'b01100110;
            5: led_A_seg = 8'b10110110;
            6: led_A_seg = 8'b10111110;
            7: led_A_seg = 8'b11100100;
            8: led_A_seg = 8'b11111110;
            9: led_A_seg = 8'b11110110;
            10: led_A_seg = 8'b11101110;
            11: led_A_seg = 8'b00111110;
            12: led_A_seg = 8'b00110100;
            13: led_A_seg = 8'b01111010;
            14: led_A_seg = 8'b10011110;
            15: led_A_seg = 8'b10001110;
            16: led_A_seg = 8'b10111100;
            17: led_A_seg = 8'b01101110;
            18: led_A_seg = 8'b00001100;
            19: led_A_seg = 8'b01110000;
            20: led_A_seg = 8'b00001110;
            21: led_A_seg = 8'b00011100;
            22: led_A_seg = 8'b00101010;
            23: led_A_seg = 8'b00111010;
            24: led_A_seg = 8'b11001110;
            25: led_A_seg = 8'b11100110;
            26: led_A_seg = 8'b00001010;
            27: led_A_seg = 8'b10110110;
            28: led_A_seg = 8'b00011110;
            29: led_A_seg = 8'b00111000;
            30: led_A_seg = 8'b00111000;
            31: led_A_seg = 8'b01100110;
            32: led_A_seg = 8'b11011010;
            33: led_A_seg = 8'b01101100;
            34: led_A_seg = 8'b00000000;
            35: led_A_seg = 8'b11111111;
            36: led_A_seg = 8'b00000010;
            default:  led_A_seg = 8'b11111111;
        endcase
    end
endmodule
module mainGraphicInterpreter(clk, MainGraphic, led_A_com, led_A_seg);
    input clk;
    input[63:0] MainGraphic;
    output reg[7:0] led_A_com;
    output[7:0] led_A_seg;
    reg[7:0] led_A_seg_Natural;
    reg[2:0] counter = 0;
    GraphicInterpreter GraphicInterpreter01(led_A_seg_Natural, led_A_seg);
    always @(posedge clk) begin
        case(counter)
            0: begin
                led_A_seg_Natural = MainGraphic[63:56];
                led_A_com = 8'b01111111;
                counter = counter + 1;
            end
            1: begin
                led_A_seg_Natural = MainGraphic[55:48];
                led_A_com = 8'b10111111;
                counter = counter + 1;
            end
            2: begin
                led_A_seg_Natural = MainGraphic[47:40];
                led_A_com = 8'b11011111;
                counter = counter + 1;
            end
            3: begin
                led_A_seg_Natural = MainGraphic[39:32];
                led_A_com = 8'b11101111;
                counter = counter + 1;
            end
            4: begin
                led_A_seg_Natural = MainGraphic[31:24];
                led_A_com = 8'b11110111;
                counter = counter + 1;
            end
            5: begin
                led_A_seg_Natural = MainGraphic[23:16];
                led_A_com = 8'b11111011;
                counter = counter + 1;
            end
            6: begin
                led_A_seg_Natural = MainGraphic[15:8];
                led_A_com = 8'b11111101;
                counter = counter + 1;
            end
            7: begin
                led_A_seg_Natural = MainGraphic[7:0];
                led_A_com = 8'b11111110;
                counter = counter + 1;
            end
        endcase
    end
endmodule
### /design/flow/run.sh
#!/bin/bash
# OpenROAD 26Q1-2900-gdf79404cd8, Yosys 0.63+post, stock flow scripts
make -C /OpenROAD-flow-scripts/flow DESIGN_CONFIG=/design/flow/config.mk WORK_HOME=/design/flow/orfs finish
==> impl_metrics.xml <==
<?xml version="1.0" encoding="UTF-8"?>
<metrics>
  <group name="global_route">
    <metric name="via_count_of_the_first_global_routing_pass" unit="">1799</metric>
    <metric name="global_route.usage.met1" unit="%">24.32</metric>
    <metric name="globalRouteMet2Util" unit="%">28.09</metric>
    <metric name="use_met3" unit="%">2.597</metric>
    <metric name="grt_pass1_wl" unit="um">8418</metric>
    <metric name="grt_start_max_net_pins" unit="">20</metric>
    <metric name="grt_remaining_overflow" unit="">0</metric>
    <metric name="global_route.usage.total" unit="%">17.28</metric>
    <metric name="antenna_found_initial" unit="">0</metric>
    <metric name="grt_most_used_layer" unit="">met2</metric>
  </group>
  <group name="clocking">
    <metric name="htree_num_levels" unit="">1</metric>
    <metric name="clock_latency" unit="ns">0.25</metric>
    <metric name="cts.sink_count" unit="">21</metric>
    <metric name="clkSlewWorstSetupHoldPaths" unit="ns">0.07</metric>
    <metric name="cts-root-buf" unit="">clkbuf_8</metric>
    <metric name="tritoncts.num_buffers" unit="">3</metric>
    <metric name="postCtsHoldBufs" unit="">0</metric>
    <metric name="post-cts-setup-buffers" unit="">0</metric>
    <metric name="post_cts_resized" unit="">0</metric>
    <metric name="ctsLongestPathBuffers" unit="">2</metric>
    <metric name="clock_tree_from_tritoncts" unit="">built</metric>
  </group>
  <group name="timing">
    <metric name="setup_viol" unit="">0</metric>
    <metric name="slew_headroom" unit="%">48.95</metric>
    <metric name="rsz0062_at_grt" unit="">no</metric>
    <metric name="worst_slew_pin_slew" unit="ns">0.7634</metric>
    <metric name="period_needed" unit="ns">3.844</metric>
    <metric name="drv_slew" unit="">0</metric>
    <metric name="setup_tns" unit="ns">0</metric>
    <metric name="max_freq" unit="MHz">260.2</metric>
    <metric name="final_period_util" unit="%">81.78</metric>
    <metric name="worst_clock_skew" unit="ns">0.006583</metric>
    <metric name="finalHoldViolCount" unit="">0</metric>
  </group>
  <group name="floorplan">
    <metric name="dieWidth" unit="um">78.63</metric>
    <metric name="placementRows" unit="">27</metric>
    <metric name="die_height" unit="um">78.63</metric>
    <metric name="coreArea" unit="um2">5574</metric>
    <metric name="floorplan.io_pins" unit="">81</metric>
    <metric name="chip_area" unit="um2">6183</metric>
    <metric name="core_util_floorplan" unit="%">31.60</metric>
  </group>
  <group name="critical_path">
    <metric name="startpoint_of_the_worst_register_to_register_path" unit="">counter[2]</metric>
    <metric name="crit_family" unit="">AND-OR/OR-AND gates</metric>
    <metric name="worst_setup_path_start_kind" unit="">flip-flop</metric>
    <metric name="crit_required" unit="ns">4.83</metric>
    <metric name="path_buffers" unit="">2</metric>
    <metric name="worst-setup-path-type" unit="">flip-flop to flip-flop</metric>
    <metric name="critPathCaptureType" unit="">flip-flop</metric>
    <metric name="crit_path_top_delay_cell" unit="">dfxtp_1</metric>
    <metric name="reg2reg_setup_slack" unit="ns">0.86</metric>
    <metric name="worst-r2r-cell-count" unit="">11</metric>
    <metric name="cp_cell_sequence" unit="">ha_1 -&gt; a211o_1 -&gt; or2_1 -&gt; a31oi_2 -&gt; inv_1 -&gt; ha_1 -&gt; inv_1 -&gt; mux2i_1 -&gt; nor3_1 -&gt; a311oi_1 -&gt; o21ai_1</metric>
    <metric name="critPathArrivalTime" unit="ns">3.98</metric>
    <metric name="critPathMaxStageDelay" unit="ns">0.76</metric>
    <metric name="critical_path.max_fanout" unit="">19</metric>
  </group>
  <group name="route">
    <metric name="antenna_violating_nets_remaining" unit="">0</metric>
    <metric name="wire_per_inst" unit="um">14.89</metric>
    <metric name="route.detailed.drc" unit="">0</metric>
    <metric name="n_antenna_cell" unit="">0</metric>
    <metric name="drt_first_iter_violations" unit="">186</metric>
    <metric name="average_via_count_per_standard_cell" unit="">5.417</metric>
    <metric name="vias" unit="">1885</metric>
    <metric name="postRouteWirelength" unit="um">5180</metric>
    <metric name="pre_antenna_drt_iters" unit="">4</metric>
  </group>
  <group name="placement">
    <metric name="post-place-cells" unit="">344</metric>
    <metric name="hpwl" unit="um">4060</metric>
    <metric name="io_buffer_count" unit="">80</metric>
    <metric name="place_congestion" unit="">0.9558</metric>
  </group>
  <group name="worst_hold_path">
    <metric name="holdCritPathClass" unit="">flip-flop to flip-flop</metric>
    <metric name="hp-start" unit="">counter[0]</metric>
    <metric name="worstHoldEndpoint" unit="">counter[0]</metric>
    <metric name="hold-path-cell-count" unit="">1</metric>
  </group>
  <group name="layout">
    <metric name="mostFrequentLayoutCells" unit="">clkdlybuf4s50_1 (80), nand2_1 (27), dfxtp_1 (21)</metric>
    <metric name="layout-area-overhead-vs-synth" unit="%">47.66</metric>
    <metric name="lay_top_count" unit="">clkdlybuf4s50_1</metric>
    <metric name="layout_cell_share_with_drive_strength_beyond_1" unit="%">7.971</metric>
    <metric name="final.fill_count" unit="">551</metric>
    <metric name="finish.utilization" unit="%">46.67</metric>
    <metric name="stdcell_count" unit="">348</metric>
  </group>
  <group name="logic_synthesis">
    <metric name="synth_warnings" unit="">2</metric>
    <metric name="ys_ff" unit="">21</metric>
    <metric name="dominantRegCellSynth" unit="">dfxtp_1</metric>
    <metric name="synth-async-reset-ratio" unit="%">0</metric>
    <metric name="synth.avg_cell_area" unit="um2">8.511</metric>
    <metric name="synth_cell_types" unit="">52</metric>
    <metric name="ys_cells" unit="">207</metric>
    <metric name="synth.yosys.chip_area" unit="um2">1762</metric>
    <metric name="enable_flop_cells" unit="">0</metric>
    <metric name="synth_sequential_area_ratio" unit="%">23.86</metric>
    <metric name="post_synth_inst_count" unit="">207</metric>
    <metric name="synth.cell_area" unit="um2">1762</metric>
  </group>
  <group name="power_and_ir_drop">
    <metric name="powerDensity" unit="nW/um2">160.7</metric>
    <metric name="report.power.total" unit="uW">418.0</metric>
    <metric name="power.leakage" unit="nW">0.9308</metric>
    <metric name="max-vdd-ir-drop" unit="mV">0.1091</metric>
  </group>
  <group name="run">
    <metric name="number_of_max_cap_violations" unit="">0</metric>
    <metric name="warnings" unit="">36</metric>
  </group>
  <group name="status">
    <metric name="status" unit="">completed</metric>
  </group>
</metrics>
[worst max path at each step]
stage,startpoint,end,cells past startpoint
after CTS,counter[2],flip-flop,11
after global routing,counter[2],flip-flop,10
final,counter[2],flip-flop,11
[cell type report]
cell class / instances / area (um2) / area share [%]
inverters: 7 / 26.28 / 1.010
multi-input cells: 164 / 1219 / 46.85
clock buffers: 4 / 45.04 / 1.732
well taps: 72 / 90.09 / 3.463
repair buffers: 80 / 800.8 / 30.78
flip-flops and latches: 21 / 420.4 / 16.16
[synth_stat cells, drive strengths merged, types with 2 or more instances]
| cell | number | area (um2) |
|---|---|---|
| a21o | 2 | 15.01 |
| a21oi | 5 | 28.78 |
| a221o | 3 | 30.03 |
| a221oi | 5 | 50.04 |
| a222oi | 5 | 50.05 |
| a22o | 7 | 61.31 |
| a22oi | 3 | 22.52 |
| a311oi | 2 | 17.52 |
| a31o | 2 | 17.52 |
| a31oi | 8 | 92.58 |
| a41oi | 2 | 17.52 |
| and2 | 3 | 18.77 |
| buf | 11 | 81.32 |
| clkbuf | 4 | 15.01 |
| dfxtp | 21 | 420.4 |
| ha | 14 | 175.2 |
| inv | 7 | 26.27 |
| mux2 | 6 | 67.56 |
| mux2i | 2 | 20.02 |
| nand2 | 27 | 101.4 |
| nand3 | 4 | 20.02 |
| nor2 | 11 | 41.29 |
| nor3 | 7 | 35.03 |
| o211ai | 7 | 52.55 |
| o21ai | 12 | 60.06 |
| o22ai | 2 | 12.51 |
| or2 | 3 | 18.77 |
| or3 | 8 | 50.05 |
| or4b | 2 | 20.02 |
[per-layer routing]
layer	vias up	part of all wire, %
met3	12	9.9
li1	928	-
met4	0	2.2
met2	100	43
met1	845	45
met5	-	0
[metrics by stage]
step	area [um2]	setup slack, ns	hold WS, ns
after global routing	2601	0.4645	0.5098
final	2601	0.8564	0.4635
after global placement	2556	1.051	0.4476
after detailed placement	2556	0.9221	0.4484
after floorplan	1762	1.723	0.4200
after CTS	2601	0.9061	0.4635
[cell families after synthesis]
group	Yosys count	share of synthesized area, %
AND-OR/OR-AND	71	33.31
adder cells (fa/ha/maj)	14	9.943
buffers and inverters	22	6.959
flip-flops	21	23.86
multiplexers	9	6.250
AND/OR/NAND/NOR	70	19.67
[where the power goes]
part	internal, mW	switching, mW	total, mW
sequential	0.185	0.00250	0.188
combinational	0.0747	0.0437	0.118
clock	0.0601	0.0516	0.112
total	0.320	0.0978	0.418
Power figures rest on the tool's default switching activity, not on a simulated workload.
