--- ./config.mk ---
export PLATFORM = sky130hd
export DESIGN_NAME = Immediategeneration
export DESIGN_NICKNAME = Immediategeneration
export VERILOG_FILES = /design/flow/design.v
export SDC_FILE = /design/flow/constraint.sdc
export NUM_CORES = 4
export LEC_CHECK = 1
export CORE_AREA = 10 10 70 70
export DIE_AREA = 0 0 80 80
--- ./constraint.sdc ---
current_design Immediategeneration

set clk_period 4.8
set clk_io_pct 0.2

create_clock -name clk0 -period $clk_period

set non_clock_inputs [all_inputs -no_clocks]
set_input_delay [expr $clk_period * $clk_io_pct] -clock clk0 $non_clock_inputs
set_output_delay [expr $clk_period * $clk_io_pct] -clock clk0 [all_outputs]
--- ./design.v ---
module Immediategeneration #(parameter Width = 32)(In, Out);
    input [Width-1:0] In;
    output reg [Width-1:0] Out;
    always @(In[6:0]) begin
        case(In[6:0])
            7'b0000011 : Out <= {{{Width-12}{In[31]}},In[31:20]};
            7'b0100011 : Out <= {{{Width-12}{In[31]}},In[31:25],In[11:7]};
            7'b1100011 : Out <= {{{Width-12}{In[31]}},In[31],In[7],In[30:25],In[11:8]};
            7'b0010011 : Out <= {{{Width-12}{In[31]}},In[31:20]};
            7'b1100111 : Out <= {{{Width-12}{In[31]}},In[31:20]};
            7'b1101111 : Out <= {{{Width-20}{In[31]}},In[31],In[19:12],In[20],In[30:21]};
            default : Out <= {Width{1'h0}};
        endcase
    end
endmodule
--- ./run.sh ---
#!/bin/bash
# OpenROAD 26Q1-2900-gdf79404cd8, Yosys 0.63+post, stock flow scripts
make -C /OpenROAD-flow-scripts/flow DESIGN_CONFIG=/design/flow/config.mk WORK_HOME=/design/flow/orfs finish
==> insert_results.sql <==
-- metrics for the results database
INSERT INTO impl_metrics (metric_group, metric, value, unit) VALUES
('grt', 'maximum_number_of_pins_on_one_net_before_global_route_repair', '15', ''),
('drt', 'routedWlPerCell', '14.42', 'um'),
('cells_and_area', 'drive_above_1_share', '9.091', '%'),
('floorplan', 'floorplan.initialDensity', '17.00', '%'),
('logic_synthesis', 'synth_sequential_area_ratio', '0', '%'),
('grt', 'first_global_vias', '755', ''),
('logic_synthesis', 'yosys_warnings', '1', ''),
('cells_and_area', 'finalCoreUtilization', '34.40', '%'),
('timing', 'max_slew_margin', '68.04', '%'),
('grt', 'grt_antenna_before_repair', '0', ''),
('floorplan', 'standard_cell_core_area', '3416', 'um^2'),
('timing', 'maxClockFrequency', '244.6', 'MHz'),
('cells_and_area', 'final-instance-count-excl-fill', '167', ''),
('logic_synthesis', 'netlist.top_cell.by_area', 'sky130_fd_sc_hd__buf_4', ''),
('drt', 'vias', '725', ''),
('clocking', 'quantity_of_gates_resized_following_cts', '0', ''),
('floorplan', 'placement_rows', '21', ''),
('flow_run', 'stage_log_warnings', '32', ''),
('cells_and_area', 'layout_top_cells_excl_fill_tap', '64 x sky130_fd_sc_hd__clkdlybuf4s50_1, 9 x sky130_fd_sc_hd__a21o_1, 6 x sky130_fd_sc_hd__mux2i_1', ''),
('floorplan', 'dieWidth', '80', 'um'),
('timing', 'setup_viol', '0', ''),
('timing', 'timing_worst_slew_pin_value', '477.8', 'ps'),
('place', 'gpl.final_weighted_congestion', '0.7597', ''),
('logic_synthesis', 'ys_area', '580.6', 'um^2'),
('timing', 'fin_crit', '4088', 'ps'),
('timing', 'setup-tns-final', '0', 'ps'),
('cells_and_area', 'final-comb-area', '454.2', 'um^2'),
('clocking', 'cts_hold_buf', '0', ''),
('logic_synthesis', 'ys_types', '27', ''),
('power', 'power_density', '50.27', 'nW/um^2'),
('cells_and_area', 'flow.area_growth_from_synthesis', '102.4', '%'),
('cells_and_area', 'design.seq.count', '0', ''),
('logic_synthesis', 'main_area_contributors_after_synthesis', 'sky130_fd_sc_hd__buf_4 17%, sky130_fd_sc_hd__a21o_1 12%, sky130_fd_sc_hd__mux2i_1 10%, sky130_fd_sc_hd__a221o_1 8.6%, sky130_fd_sc_hd__a22o_1 7.5%', ''),
('floorplan', 'top_level_port_count', '64', ''),
('cells_and_area', 'final_common_cell', 'sky130_fd_sc_hd__clkdlybuf4s50_1', ''),
('drt', 'route.antenna.remaining_nets', '0', ''),
('grt', 'global_route.usage.total', '6.627', '%'),
('power', 'worst_ir_drop_vdd', '0.01534', 'mV'),
('min_path', 'worst_hold_path_type', 'input pin to primary output', ''),
('floorplan', 'die_y', '80', 'um'),
('clocking', 'cts_setup_buffers', '0', ''),
('floorplan', 'chip_area', '6400', 'um^2'),
('logic_synthesis', 'top_area_share', '16.81', '%'),
('place', 'post_dp_cell_area', '1175', 'um^2'),
('logic_synthesis', 'synthesis.area_per_instance', '8.177', 'um^2'),
('drt', 'dr.pass1.iters', '4', ''),
('cells_and_area', 'clock_buffer_count', '0', ''),
('logic_synthesis', 'post_synth_inst_count', '71', ''),
('cells_and_area', 'layout.area.seq', '0', 'um^2'),
('critical_path', 'crit_required', '3840', 'ps'),
('place', 'numPortBuffers', '64', ''),
('drt', 'avgViaCountPerCell', '4.341', ''),
('critical_path', 'startpoint_type', 'input pin', ''),
('critical_path', 'max_fo_critical_path', '14', ''),
('logic_synthesis', 'cells_yosys', '71', ''),
('critical_path', 'arrival_time_of_the_worst_setup_path', '3130', 'ps'),
('power', 'cellLeakagePower', '0.4799', 'nW'),
('flow_run', 'max_cap_viol_count', '0', ''),
('cells_and_area', 'final_cell_area', '1175', 'um^2'),
('logic_synthesis', 'post_synth_instance_area', '580.6', 'um^2'),
('critical_path', 'worst-setup-path-type', 'input pin to primary output', ''),
('timing', 'rsz0062_at_grt', 'no', ''),
('timing', 'fin_worst_hold_slack', '2866', 'ps'),
('timing', 'final-hold-violation-count', '0', ''),
('timing', 'timing.final.crit_share', '85.17', '%'),
('place', 'detailedPlacementHpwl', '2077', 'um'),
('grt', 'wire_length_of_the_first_global_routing_pass', '3519', 'um'),
('drt', 'detail_route.iter0.violations', '22', ''),
('status', 'result_of_the_run', 'completed', ''),
('grt', 'grt.overflow.total', '0', ''),
('drt', 'remaining_drc_errors', '0', ''),
('critical_path', 'timing.critical_path.to_type', 'primary output', ''),
('cells_and_area', 'layout.filler_cells', '375', ''),
('drt', 'routed_wirelength', '2408', 'um'),
('place', 'dp_cells', '167', ''),
('timing', 'slew_viol_final', '0', ''),
('drt', 'count_of_antenna_diodes_in_the_layout', '0', '');
metrics by stage:
stage	total power [mW]	setup WS, ps
2_1_floorplan	0.02035	2014
3_3_place_gp	0.05915	734.0
3_5_place_dp	0.05944	689.9
4_1_cts	0.05984	682.3
5_1_grt	0.06369	541.3
6_report	0.05906	711.7
report_power, final:
group / internal (mW) / leakage, nW / switching, mW
Combinational: 0.0398 / 0.480 / 0.0193
Sequential: 0 / 0 / 0
Clock: 0 / 0 / 0
Total: 0.0398 / 0.480 / 0.0193
cells by family after synthesis:
logic type / Yosys count / share of synthesized area [%]
buf+inv: 18 / 21.77
simple gates: 23 / 31.04
mux: 6 / 10.35
xor+xnor: 1 / 1.509
compound gates: 23 / 35.35
path summary, 6_finish.rpt:
| check | to | startpoint | cells after the start | slack [ps] |
|---|---|---|---|---|
| max | Out[25] | In[6] | 5 | 710 |
| min | Out[11] | In[12] | 3 | 2870 |
cell usage after synthesis, drive strengths merged:
cell,count
a22o,5
a21o,9
nor4bb,1
a221o,5
or3b,3
mux2i,6
nor3,7
o21a,1
nor3b,1
nand2,2
xor2,1
nand4b,2
a31oi,2
nand3b,2
and2b,1
buf,16
or3,2
inv,2
a21oi,1
nor4,2
routing by layer:
metal  vias up  track usage (%)  share of wire (%)
met5         -                0                  0
met4         0                0                  0
met3         0            4.659                 18
met2        47            10.83                 40
met1       309            7.317                 42
li1        369                -                  -
area by class of cell:
type	count	area share [%]
inverter	2	0.6390
multi-input combinational	53	38.66
tap	46	4.899
timing repair buffer	66	55.80
worst max-delay path: stages:
cell                              delay, ps
sky130_fd_sc_hd__clkdlybuf4s50_1        770
sky130_fd_sc_hd__nand3b_1               250
sky130_fd_sc_hd__nor3_1                 220
sky130_fd_sc_hd__o21a_1                 370
sky130_fd_sc_hd__clkdlybuf4s50_1        550
Power and IR drop assume default switching activity.
