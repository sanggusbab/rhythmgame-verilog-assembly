**flow/run.sh**
```bash
#!/bin/bash
# OpenROAD 26Q1-2900-gdf79404cd8, Yosys 0.63+post, stock flow scripts
make -C /OpenROAD-flow-scripts/flow DESIGN_CONFIG=/design/flow/config.mk WORK_HOME=/design/flow/orfs finish
```
**flow/design.v**
```verilog
module Mux #(parameter Width = 32)(a, b, sel, out);
    input [Width-1 : 0] a;
    input [Width-1 : 0] b;
    input sel;
    output[Width-1 : 0] out;
    assign out = (sel == 1'b0) ? a : b;
endmodule
```
**flow/config.mk**
```make
export PLATFORM = sky130hd
export DESIGN_NAME = Mux
export DESIGN_NICKNAME = Mux
export VERILOG_FILES = /design/flow/design.v
export SDC_FILE = /design/flow/constraint.sdc
export NUM_CORES = 4
export LEC_CHECK = 1
export CORE_AREA = 10 10 71 71
export DIE_AREA = 0 0 81 81
```
**flow/constraint.sdc**
```tcl
current_design Mux

set clk_period 1.0
set clk_io_pct 0.2

create_clock -name clk0 -period $clk_period

set non_clock_inputs [all_inputs -no_clocks]
set_input_delay [expr $clk_period * $clk_io_pct] -clock clk0 $non_clock_inputs
set_output_delay [expr $clk_period * $clk_io_pct] -clock clk0 [all_outputs]
```
==> run summary <==
The flow run is done. Portion of the clock cycle consumed by the worst path in the final layout landed at 118%. Area share of and/or/nand/nor cells after synthesis landed at 0%. The chip occupies about 6600 um^2. Summing all placed instances gives a cell area of 1540 um^2. The cell-mix breakdown from Yosys lists the adder-cell area share as 0%. The critical path is of the input port to output pin type. Core outline area landed at ~3600 um^2. The slowest stage of the critical path belongs to the cell sky130_fd_sc_hd__mux2_4. Register cell area after layout landed at 0 um^2.

Multiplexer fraction of the synthesized cell area landed at 86.9%. Violation count after the first detailed-routing iteration landed at 3. Measured against its own limit, the worst slew margin works out to 94.2%.

The script computed a power per unit cell area of roughly 390 nW/um^2. Xor-xnor portion of the synthesized cell area landed at 0%. On the final layout, the worst hold slack is 0.691 ns. The script logs the ratio of routed vias to standard cells as 3.82. In this run the cell area of the synthesized design comes to 544 um^2. STA classifies the critical path endpoint as an output pin. Hold analysis shows the worst path with a depth of 3. Static leakage landed at 0.872 nW. Mean instance size in the synthesized netlist landed at 15.1 um^2.

Global routing consumed, over all layers together, 7.79% of the routing resources. Remaining global-route overflow landed at 0. The finished layout reports a core utilization of 43.8%. Maximum resistive drop on vdd landed at around 170 uV. After Yosys synthesis, AND-OR and OR-AND compound gates account for 0% of the synthesized area. Post-synthesis cell count landed at 36. Counting stages on the worst path, the most repeated cell is sky130_fd_sc_hd__buf_12. For this block, the routed nets add up to between 2000 and 3000 um of wire. Yosys stat counts 36 cells in the synthesized netlist.

Post-detailed-route wirelength per cell landed at 15.4 um. The synthesis run identifies the leading combinational cell family as multiplexers. Final design area excluding fillers landed at 1590 um^2. According to the floorplan report, the die width is 81 um.

Boundary pin count landed at 97. Worst setup slack before clock tree synthesis landed at -0.512 ns. Number of DRC violations after detailed routing landed at 0.

Transition time of the tightest slew-check pin landed at 0.0870 ns. Synthesis area per yosys landed at 544 um^2. Post-route setup TNS landed at -3.30 ns.

The number of antenna violations at the first check in global routing came to 0. Pins over their slew limit in the final report were tallied at 0. The share of the Yosys chip area taken by registers is 0%.

Number of detailed-routing iterations run before antenna repair landed at 2. Detailed placement finished with a half-perimeter wire length of roughly 2500 um. Warning count from the yosys run landed at 0. Setup repair after global routing could not meet its margin everywhere.

The tightest min-delay check is of the input port to output pin type. The design draws 0.624 mW. The run finished, with violations left. Leaving out fill and tap cells, the most frequent cells in the layout are 51 x sky130_fd_sc_hd__dlygate4sd2_1, 31 x sky130_fd_sc_hd__mux2_4, 23 x sky130_fd_sc_hd__buf_6, 13 x sky130_fd_sc_hd__buf_2, 9 x sky130_fd_sc_hd__clkdlybuf4s50_1. Count of nets left with antenna violations after detail routing landed at 0. In this run the critical path is formed by buf_12, buf_12, buf_12, mux2_4, buf_6. Number of sequential storage elements landed at 0. Post-layout worst setup margin landed at -0.179 ns.

Per the synthesis report, the number of distinct cell types is 4. Number of endpoints failing setup at the final stage landed at 32. Overall via count from detail_route landed at 715.

Summing over the stages, the warning tally comes to 34. Synthesis-to-layout area growth landed at 192%. Total antenna diodes in the routed design landed at 0. Die extent in y landed at 81 um.

Quantity of I/O buffers inserted on ports landed at 97. Total number of placement rows landed at 22. Stage delay of the slowest cell on the critical path landed at 0.29 ns. The final reports fail on setup timing. Fmax landed at about 850 MHz.

Minimum clock period landed at 1.18 ns. First-pass GRT wire length landed at 4140 um. Entering global routing, the biggest net connects 11 pins. Final weighted congestion in routability-driven placement landed at 0.832.

The initial utilization of the core area, before any placement, comes to 15.0%. Counting tap cells, the placed design contains a total of 179 instances. Count of endpoints failing hold in the final timing report landed at 0. The worst setup path is launched from an input port. The report counts max-capacitance violations totalling 0. Hold buffer count at cts landed at 0. Signal arrival time at the worst endpoint landed at 0.98 ns.

Number of clock-tree buffers in the layout landed at 0. Max fanout on the critical path was recorded as 6. The critical path endpoint has a required time of 0.80 ns. Proportion of layout cells with a drive suffix above 1 landed at a little over half. The finished layout holds between 150 and 200 standard cells, fillers aside. Via count of the first global-routing pass landed at ~760. Per the cell usage report, the commonest logic cell in the layout is sky130_fd_sc_hd__dlygate4sd2_1.
==> what timing repair did <==
action	4_1_cts	5_1_grt
setup buffers	5	1
cloned	2	0
setup endpoints to repair	32	32
resized	171	10
==> worst max-delay path, delay by kind of cell <==
family | cells | cell delay (ns)
buffers and inverters | 4 | 0.48
multiplexers | 1 | 0.29
==> cell families (layout without fill, tap and decap cells) <==
family,count (synthesis),in the layout
buffers and inverters,4,107
muxes,32,32
==> where the power goes <==
group | total [mW] | switching (mW) | internal [mW] | leakage (nW)
clock | 0 | 0 | 0 | 0
sequential | 0 | 0 | 0 | 0
combinational | 0.624 | 0.137 | 0.487 | 0.872
==> per-layer routing <==
metal  vias to the layer above  part of all wire (%)  track usage, %
li1                        345                     -               -
met1                       320                    37            9.03
met2                        50                    50            14.3
met3                         0                    12            2.78
met4                         0                     0               0
met5                         -                     0               0
==> final timing paths <==
check             slack, ns       to   from
setup / recovery      -0.18   out[4]    sel
hold / removal         0.69  out[29]  b[29]
==> final cells by class <==
cell class / count / area [um^2]
fill: 357 / 2040
multi-input combinational: 32 / 477
tap: 48 / 60.1
timing repair buffer: 107 / 1050
==> cells in the mapped netlist <==
| cell | n | area, um^2 |
|---|---|---|
| sky130_fd_sc_hd__mux2_4 | 30 | 450 |
| sky130_fd_sc_hd__buf_12 | 3 | 60.1 |
| sky130_fd_sc_hd__mux2_2 | 2 | 22.5 |
| sky130_fd_sc_hd__buf_6 | 1 | 11.3 |
Power figures rest on the tool's default switching activity, not on a simulated workload.
